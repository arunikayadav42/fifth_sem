==> design/flow/design.v <==
module mips(input         clk, reset,
            output [31:0] pc,
            input  [31:0] instr,
            output        memwrite,
            output [31:0] aluout, writedata,
            input  [31:0] readdata);
  wire        memtoreg, branch,
              pcsrc, zero,
              alusrc, regdst, regwrite, jump;
  wire [2:0]  alucontrol;
  controller c(instr[31:26], instr[5:0], zero,
               memtoreg, memwrite, pcsrc,
               alusrc, regdst, regwrite, jump,
               alucontrol);
  datapath dp(clk, reset, memtoreg, pcsrc,
              alusrc, regdst, regwrite, jump,
              alucontrol,
              zero, pc, instr,
              aluout, writedata, readdata);
endmodule
module controller(input  [5:0] op, funct,
                  input        zero,
                  output       memtoreg, memwrite,
                  output       pcsrc, alusrc,
                  output       regdst, regwrite,
                  output       jump,
                  output [2:0] alucontrol);
  wire [1:0] aluop;
  wire       branch;
  maindec md(op, memtoreg, memwrite, branch,
             alusrc, regdst, regwrite, jump,
             aluop);
  aludec  ad(funct, aluop, alucontrol);
  assign pcsrc = branch & zero;
endmodule
module maindec(input  [5:0] op,
               output       memtoreg, memwrite,
               output       branch, alusrc,
               output       regdst, regwrite,
               output       jump,
               output [1:0] aluop);
  reg [8:0] controls;
  assign {regwrite, regdst, alusrc,
          branch, memwrite,
          memtoreg, jump, aluop} = controls;
  always @(*)
    case(op)
      6'b000000: controls <= 9'b110000010;  
      6'b100011: controls <= 9'b101001000;  
      6'b101011: controls <= 9'b001010000;  
      6'b000100: controls <= 9'b000100001;  
      6'b001000: controls <= 9'b101000000;  
      6'b000010: controls <= 9'b000000100;  
      default:   controls <= 9'bxxxxxxxxx;  
    endcase
endmodule
module aludec(input      [5:0] funct,
              input      [1:0] aluop,
              output reg [2:0] alucontrol);
  always @(*)
    case(aluop)
      2'b00: alucontrol <= 3'b010;   
      2'b01: alucontrol <= 3'b110;   
      default: case(funct)           
          6'b100000: alucontrol <= 3'b010;  
          6'b100010: alucontrol <= 3'b110;  
          6'b100100: alucontrol <= 3'b000;  
          6'b100101: alucontrol <= 3'b001;  
          6'b101010: alucontrol <= 3'b111;  
          default:   alucontrol <= 3'bxxx;  
        endcase
    endcase
endmodule
module datapath(input         clk, reset,
                input         memtoreg, pcsrc,
                input         alusrc, regdst,
                input         regwrite, jump,
                input  [2:0]  alucontrol,
                output        zero,
                output [31:0] pc,
                input  [31:0] instr,
                output [31:0] aluout, writedata,
                input  [31:0] readdata);
  wire [4:0]  writereg;
  wire [31:0] pcnext, pcnextbr, pcplus4, pcbranch;
  wire [31:0] signimm, signimmsh;
  wire [31:0] srca, srcb;
  wire [31:0] result;
  flopr #(32) pcreg(clk, reset, pcnext, pc);
  adder       pcadd1(pc, 32'b100, pcplus4);
  sl2         immsh(signimm, signimmsh);
  adder       pcadd2(pcplus4, signimmsh, pcbranch);
  mux2 #(32)  pcbrmux(pcplus4, pcbranch, pcsrc,
                      pcnextbr);
  mux2 #(32)  pcmux(pcnextbr, {pcplus4[31:28], 
                    instr[25:0], 2'b00}, 
                    jump, pcnext);
  regfile     rf(clk, regwrite, instr[25:21],
                 instr[20:16], writereg,
                 result, srca, writedata);
  mux2 #(5)   wrmux(instr[20:16], instr[15:11],
                    regdst, writereg);
  mux2 #(32)  resmux(aluout, readdata,
                     memtoreg, result);
  signext     se(instr[15:0], signimm);
  mux2 #(32)  srcbmux(writedata, signimm, alusrc,
                      srcb);
  alu         alu(srca, srcb, alucontrol,
                  aluout, zero);
endmodule
==> design/flow/run.sh <==
#!/bin/bash
# OpenROAD 26Q1-2900-gdf79404cd8, Yosys 0.63+post, stock flow scripts
make -C /OpenROAD-flow-scripts/flow DESIGN_CONFIG=/design/flow/config.mk WORK_HOME=/design/flow/orfs finish
==> design/flow/config.mk <==
export PLATFORM = sky130hd
export DESIGN_NAME = controller
export DESIGN_NICKNAME = controller
export VERILOG_FILES = /design/flow/design.v
export SDC_FILE = /design/flow/constraint.sdc
export NUM_CORES = 4
export LEC_CHECK = 1
export CORE_AREA = 10 10 70 70
export DIE_AREA = 0 0 80 80
==> design/flow/constraint.sdc <==
current_design controller

set clk_period 2.7
set clk_io_pct 0.2

create_clock -name clk0 -period $clk_period

set non_clock_inputs [all_inputs -no_clocks]
set_input_delay [expr $clk_period * $clk_io_pct] -clock clk0 $non_clock_inputs
set_output_delay [expr $clk_period * $clk_io_pct] -clock clk0 [all_outputs]
==> results.tsv <==
metric	value	unit
status	completed	
yosys.area_share.simple	59.0	%
yosys-top-cells-area	nor3b_1 (11%), nor4b_1 (8.7%), nand3_1 (7.5%)	
critPathSlowestCell	clkdlybuf4s50_1	
crit_type	in -> out	
layout-drive-gt1-share	19.6	%
hold_viol_final	0	
topCombFamilyByArea	simple AND/OR/NAND/NOR gates	
synth.distinct_cells	22	
syn_area	201	µm²
setup_violations	0	
ys_sh_xor	4.35	%
port_buffers	23	
path_buffers	2	
period_needed	2.64	ns
gr-total-overflow	0	
cts_setup_buffers	0	
rsz0062_at_grt	false	
finalClockPeriodUsage	97.6	%
grt.total_usage	3.23	%
synth_warnings	2	
via_per_inst	3.43	
warnings	33	
regArea	0	µm²
fin_util	15.5	%
maxCapViolations	0	
antenna_left	0	
final.setup.tns	0	ns
p_leak	0.205	nW
drc	0	
dieArea	6400	µm²
nClkBuffers	0	
synth.cellmix.compoundShare	27.3	%
antenna_cells	0	
worstPathRequired	2.16	ns
ys_sh_mux	0	%
gp_congestion	0.756	
start_kind	input port	
antenna_found_initial	0	
final_cell_area	531	µm²
die_h	80	µm
drtIter0Drc	7	
crit_top_cell	clkdlybuf4s50_1	
cp_max_fo	2	
die_x	80	µm
cp.arrival	2.10	ns
placed_cell_area	504	µm²
synthCells	31	
row_count	21	
fmax	0.379	GHz
io_pins	23	
grt_pass1_wl	1.71	mm
drt_wl_total	1.10	mm
dr_total_vias	350	
crit_family	buffers and inverters	
p_per_area	93.5	nW/µm²
ys_seq_share	0	%
cpPeakStageDelay	0.48	ns
top_cell_area_share	11.2	%
avgSynthCellArea	6.50	µm²
wire_per_inst	10.8	µm
crit_chain	clkdlybuf4s50_1, nor3b_1, a22o_1, and3_1, clkdlybuf4s50_1	
yosys-top-cells-count	nand2_1 (3), nand3_1 (3), nor3b_1 (3)	
dp_hpwl	955	µm
flop-count	0	
worst_setup_path_end_kind	output pin	
fa_ha_area_share	0	%
slew_violations	0	
hold_path.class	in -> out	
grt_max_degree	9	
hold_buffers	0	
first_global_vias	381	
ys_cells	31	
coreArea	3420	µm²
worst_slew_pin_slew	0.315	ns
firstDrtPassIters	4	
total_power	0.0000496	W
yosysChipArea	201	µm²
ir_drop	0.0000285	V
slew_headroom	78.9	%
syn_to_final_growth	163	%
synth_area_leader_cell	nor3b_1	
initCoreUtil	5.90	%
-- logic make-up (layout without fill, tap and decap cells) --
group,after synthesis,after routing
AND-OR/OR-AND,7,7
XOR/XNOR,1,1
buffers and inverters,3,28
AND/OR/NAND/NOR,20,20
-- cells in the final DEF (no fill, tap or decap), types with 2 or more instances in the layout --
| cell | count |
|---|---|
| buf_4 | 4 |
| clkdlybuf4s50_1 | 17 |
| dlygate4sd2_1 | 4 |
| dlymetal6s2s_1 | 2 |
| nand2_1 | 3 |
| nand3_1 | 2 |
| nand3b_1 | 2 |
| nor2_1 | 2 |
| nor3b_1 | 3 |
-- through the flow --
step,setup slack (ns),hold WS [ns],instances
2_1_floorplan,0.847,1.10,31
3_3_place_gp,-0.126,2.02,102
3_5_place_dp,-0.135,2.02,102
4_1_cts,-0.00357,1.87,102
5_1_grt,0.0146,1.81,102
6_report,0.0646,1.73,102
-- cell type report --
type	count	area (µm²)
tap	46	57.6
fill	401	2890
inverter	1	3.75
multi-input combinational	28	209
timing repair buffer	27	260
-- repair_timing --
item,CTS,global route
cloned,0,0
endpoints found under the setup margin,8,9
gates resized,7,4
-- power by group --
part / internal (W) / switching [W] / total, W / leakage (nW)
registers: 0 / 0 / 0 / 0
logic: 0.0000306 / 0.0000190 / 0.0000496 / 0.205
clock network: 0 / 0 / 0 / 0
total: 0.0000306 / 0.0000190 / 0.0000496 / 0.205
-- worst paths after layout --
kind,from,end,slack (ns),cells past startpoint
max,funct[2],alucontrol[0],0.06,5
min,op[0],alucontrol[2],1.73,5
-- worst min-delay path: cells and delay by family --
| family | cells | cell delay (ns) |
|---|---|---|
| and+or+nand+nor | 2 | 0.23 |
| buffers and inverters | 2 | 0.32 |
| AOI/OAI and AO/OA | 1 | 0.09 |
-- layer usage --
| metal | part of all wire, % | vias to the layer above | GRT usage [%] |
|---|---|---|---|
| li1 | - | 168 | - |
| met1 | 48 | 163 | 4.15 |
| met2 | 42 | 19 | 5.30 |
| met3 | 9.5 | 0 | 1.25 |
| met4 | 0 | 0 | 0 |
| met5 | 0 | - | 0 |
Power and IR drop assume default switching activity.
